<file path="flow/run.sh">
#!/bin/bash
# OpenROAD 26Q1-2900-gdf79404cd8, Yosys 0.63+post, stock flow scripts
make -C /OpenROAD-flow-scripts/flow DESIGN_CONFIG=/design/flow/config.mk WORK_HOME=/design/flow/orfs finish
</file>
<file path="flow/config.mk">
export PLATFORM = sky130hd
export DESIGN_NAME = collision_detector
export DESIGN_NICKNAME = collision_detector
export VERILOG_FILES = /design/flow/design.v
export SDC_FILE = /design/flow/constraint.sdc
export NUM_CORES = 4
export LEC_CHECK = 1
export CORE_UTILIZATION = 50
</file>
<file path="flow/constraint.sdc">
current_design collision_detector

set clk_period 4.5
set clk_io_pct 0.2

create_clock -name clk0 -period $clk_period [get_ports {clock}]

set non_clock_inputs [all_inputs -no_clocks]
set_input_delay [expr $clk_period * $clk_io_pct] -clock clk0 $non_clock_inputs
set_output_delay [expr $clk_period * $clk_io_pct] -clock clk0 [all_outputs]
</file>
<file path="flow/design.v">
module collision_detector(clock, ball_x, ball_y, paddle_x,paddle_y, brick_out, enable_brick_detector,
						 paddle_collision, brick_collision, h_ball_direction, v_ball_direction);
	input [7:0] ball_x, paddle_x;
	input [6:0] ball_y, paddle_y;
	input [18:0] brick_out;  
	input enable_brick_detector;  
	input clock;  
	input h_ball_direction, v_ball_direction;
	output reg paddle_collision;
	output reg [1:0] brick_collision;  
	wire [2:0] color;
	assign color = brick_out[2:0]; 
	wire [1:0] direction; 
	assign direction = {h_ball_direction, v_ball_direction}; 
	wire hq, vq; 
	assign hq = h_ball_direction;
	assign vq = v_ball_direction;
	wire [7:0] ball_x1 = ball_x;
	wire [6:0] ball_y1 = ball_y;
	wire [7:0] ball_x2 = ball_x + 2'd2;
	wire [6:0] ball_y2 = ball_y;
	wire [7:0] ball_x3 = ball_x1;
	wire [6:0] ball_y3 = ball_y + 2'd2;
	wire [7:0] ball_x4 = ball_x + 2'd2;
	wire [6:0] ball_y4 = ball_y + 2'd2; 
	wire [7:0] h_ball_x1 = ball_x - 1'd1;
	wire [6:0] h_ball_y1 = ball_y;
	wire [7:0] h_ball_x2 = ball_x + 2'd3;
	wire [6:0] h_ball_y2 = ball_y;
	wire [7:0] h_ball_x3 = ball_x - 1'd1;
	wire [6:0] h_ball_y3 = ball_y + 2'd2;
	wire [7:0] h_ball_x4 = ball_x + 2'd3;
	wire [6:0] h_ball_y4 = ball_y + 2'd2; 
	wire [7:0] v_ball_x1 = ball_x;
	wire [6:0] v_ball_y1 = ball_y - 1'd1;
	wire [7:0] v_ball_x2 = ball_x + 2'd2;
	wire [6:0] v_ball_y2 = ball_y - 1'd1;
	wire [7:0] v_ball_x3 = ball_x1;
	wire [6:0] v_ball_y3 = ball_y + 2'd3;
	wire [7:0] v_ball_x4 = ball_x + 2'd2;
	wire [6:0] v_ball_y4 = ball_y + 2'd3; 
	wire [7:0] top_left_x 	= ball_x - 1'd1; 
	wire [6:0] top_left_y 	= ball_y - 1'd1; 
	wire [7:0] top_right_x 	= ball_x + 2'd3; 
	wire [6:0] top_right_y 	= ball_y - 1'd1; 
	wire [7:0] bot_left_x 	= ball_x - 1'd1; 
	wire [6:0] bot_left_y 	= ball_y + 2'd3; 
	wire [7:0] bot_right_x 	= ball_x + 2'd3; 
	wire [6:0] bot_right_y 	= ball_y + 2'd3; 
	wire [7:0] paddle_x1 = paddle_x;
	wire [7:0] paddle_x2 = paddle_x + 5'd19;
	wire [6:0] paddle_y1 = paddle_y;
	wire [6:0] paddle_y2 = paddle_y;  
	wire [7:0] brick_x1 = brick_out[18:11];
	wire [6:0] brick_y1 = brick_out[9:3];
	wire [7:0] brick_x2 = brick_out[18:11] + 4'd15;
	wire [6:0] brick_y2 = brick_out[9:3];
	wire [7:0] brick_x3 = brick_out[18:11];
	wire [6:0] brick_y3 = brick_out[9:3] + 2'd3;
	wire [7:0] brick_x4 = brick_out[18:11] + 4'd15;
	wire [6:0] brick_y4 = brick_out[9:3] + 2'd3;  
	always @ (*) 
	begin 
		if (
			(((ball_x3 <= paddle_x1) && (paddle_x1 <= ball_x4)) ||
		     ((ball_x3 <= paddle_x2) && (paddle_x2 <= ball_x4)) ||
	 	     ((paddle_x1 <= ball_x3) && (ball_x3 <= paddle_x2))) && 
	 	     (ball_y3 == paddle_y1)
	 	  )
	 	  begin
	 	  	paddle_collision = 1;
	 	  end
	 	else
	 		paddle_collision = 0;
    end 
	always @ (posedge clock)
	begin
		if ((enable_brick_detector) && (ball_y1 < 7'd34))
		begin
			if (color == 3'd0)
				brick_collision = 2'b00;
			else if (
			((direction == 2'b11) && (brick_x1 ==  bot_right_x) && (brick_y1 == bot_right_y)) ||
			((direction == 2'b10) && (brick_x3 ==  top_right_x) && (brick_y3 == top_right_y)) ||
			((direction == 2'b01) && (brick_x2 ==  bot_left_x) && (brick_y2 == bot_left_y)) ||
			((direction == 2'b00) && (brick_x4 ==  top_left_x) && (brick_y4 == top_left_y))
			)
				brick_collision = 2'b11;  
			else if (
				((((v_ball_x1 <= brick_x3) && (brick_x3 <= v_ball_x2))||
				((v_ball_x1 <= brick_x4) && (brick_x4 <= v_ball_x2))||
				((brick_x3 <= v_ball_x1) && (v_ball_x1 <= brick_x4)))&&
				(v_ball_y1 == brick_y3)) ||
				((((v_ball_x3 <= brick_x1) && (brick_x1 <= v_ball_x4))||
				((v_ball_x3 <= brick_x2) && (brick_x2 <= v_ball_x4))||
				((brick_x1 <= ball_x3) && (v_ball_x3 <= brick_x2)))&&
				(v_ball_y3 == brick_y1)))
				brick_collision = 2'b01;  
			else if(((((h_ball_y2 <= brick_y1) && (brick_y1 <= h_ball_y4))||
				((h_ball_y2 <= brick_y3) && (brick_y3 <= h_ball_y4))||
				((brick_y1 <= h_ball_y2) && (h_ball_y2 <= brick_y3))) &&
				(h_ball_x2 == brick_x1)) ||
				 ((((h_ball_y1 <= brick_y2) && (brick_y2 <= h_ball_y3))||
				((h_ball_y1 <= brick_y4) && (brick_y4 <= h_ball_y3))||
				((brick_y2 <= h_ball_y1) && (h_ball_y1 <= brick_y4))) &&
				(h_ball_x1 == brick_x2)))
				brick_collision = 2'b10;  
			else
				brick_collision = 2'b00;
		end 
		else 
			brick_collision = 2'b00; 
	end 
endmodule
</file>
==> notes.md <==
The flow ran to the end, and the final reports show no timing, DRC or antenna violations. The number of port buffers is 54. Yosys attributes the largest share of cell area to sky130_fd_sc_hd__ha_1 33%, sky130_fd_sc_hd__xnor2_1 12%, sky130_fd_sc_hd__xor2_1 4.9%. The final count of hold timing violations was 0; the reported net switching power was 286 uW.

The tools report the detailed-routing iteration count for the pre-antenna-repair pass as 5. The floorplan row count was 30. Clock tree synthesis selected as its root buffer the cell sky130_fd_sc_hd__clkbuf_8.

The area fraction of the largest cell type after synthesis is 32.9%. The synthesized instance count is 469. Combinational logic is responsible for 85.7% of the overall power.

Counting distinct cell types in the post-synthesis netlist gives 55. The run gives 69.1% as the final cell utilization of the core. The run reported a max-capacitance violation count of 0. Max-slew check failures listed in the final report amount to 0.

The tools report the achievable frequency as 0.229 GHz. In the synthesized netlist, the cells that appear most often are 95 x sky130_fd_sc_hd__ha_1, 51 x sky130_fd_sc_hd__xnor2_1, 46 x sky130_fd_sc_hd__inv_1, 31 x sky130_fd_sc_hd__a21oi_1, 23 x sky130_fd_sc_hd__o21ai_0. Looking at the setup timing report, the critical path kind is in2out. The largest family of logic cells by area was adder cells.

Before any placement, the netlist area is recorded as 0.00361 mm^2. The number of flip-flops and latches in the synthesized netlist was 2. The relative max-transition margin was 57.1%; the worst voltage drop across the vdd grid was 0.0000643 V. The routed via count divided by cell count is 5.50. Of the synthesized area, sequential elements account for 1.11%. With the filler cell count at 574, the share of final-layout standard cells stronger than drive strength 1 is 13.9%. At the floorplan stage, the core utilization is reported as 52.5%.

The worst hold path passes through 4 cells. The highest layer touched by signal routing is met4. The synthesized-area fraction occupied by xor and xnor cells is 18.4%, and the adder and majority cell fraction of the synthesized area is 33.8%. The placed instance count is 659, and the layout overhead on the synthesized area is 31.6%.

Cell internal power was estimated by the tool at 334 uW. In this run, the clock network consumes 11.4% of the power. The tools report the chip area line of the yosys report as 0.00361 mm^2. The run gives 3,662 as the vias after detailed routing. The register with the most flip-flops in the layout has 2 of them. The total CTS buffers came out at 3. TritonCTS built the clock tree. Per the GRT congestion report, total overflow comes to 0. With the height of the die at 87.0 um, the number of standard cells in the layout, taps in and fillers out is 666. With the number of diodes at 0, the critical path required time is 3.60 ns.

The post-route report lists met1 wire length as 5.43 mm. With the number of H-tree branching levels at 1, the number of warnings printed during yosys synthesis is 1. The OpenROAD report gives the critical path a data arrival time of 3.46 ns.

The run gives 0 for the setup-violating endpoint count in the final report. For the maximum buffer depth of the clock tree, the log shows 2. The top-level I/O count was 56.

Sorting the synthesis cell report by count puts at the top sky130_fd_sc_hd__ha_1. The post-synth count of flops with an enable pin is 0. The detail route stage leaves a number of antenna-violating nets equal to 0. The run gives 46.1% for the switching share of power.

Of all flip-flops after synthesis, the portion carrying an async set or reset was 0%. The global routing report lists combined usage of all routing layers as 28.1%. The worst hold path belongs to the class in2reg. In the synthesized netlist the dominant register cell turns out to be sky130_fd_sc_hd__dfxtp_1. Portion of the clock cycle consumed by the worst path in the final layout: 96.9%.

The run gives 0 as the number of antenna violations at the first check in global routing. For the placeable core area, the log shows 0.00687 mm^2. Setup repair after global routing left no endpoint under its margin. Per the summary, power density relative to cell area is 130 mW/mm^2. Wire segments on met2 add up to 3.91 mm in the final route.

Each instance of the synthesized netlist takes up on average 7.69 um^2. The script extracted a total leakage power of 2.24 nW. Summing all multiplexer cells gives an area fraction of 1.14%. The share of total power dissipated in sequential elements is 2.9%. The run gives 8.63 mm for the HPWL after detailed placement.

STA classifies the critical path endpoint as an output pin. The wire length of the first global-routing pass came out at 16.4 mm. The compound-gate portion of the synthesized area came out at 18.9%. The run gives 3,344 as the via count of the first global-routing pass. STA lists the maximum fanout along the critical path as 3.

The average wire per cell in the routed design works out to 15.1 um. The floorplan step set the die width to 87.0 um. The post-layout minimum cycle time was 4.36 ns. In this run, the number of DRC markers left after iteration 0 of detailed routing was 171. The synthesized netlist was found by Yosys to have 469 cells. The worst setup path is launched from a primary input. On the reported timing paths, the clock transition at the registers reads 0.03 ns. Summed over all nets, wire length on met3 after detailed routing comes to 620 um. The run gives 12 as the largest net degree at the start of global routing. The synthesized-area fraction occupied by and/or/nand/nor cells came out at 20.5%.

The logs give 0 for the number of remaining DRC errors and 0.957 for the final weighted congestion of routability-driven global placement. The stage-log warning count came out at 46. The clock net sink count came out at 2. The biggest area contributor in the post-synthesis netlist is sky130_fd_sc_hd__ha_1. The run gives 0.00756 mm^2 as the full die area. For the total detailed-routing wirelength, the log shows 10.1 mm. Actual transition at the worst max-transition pin: 0.644 ns.
-- cells in the final DEF (no fill, tap or decap), types with 4 or more instances in the layout --
master	n
sky130_fd_sc_hd__nor3_1	12
sky130_fd_sc_hd__xnor2_1	48
sky130_fd_sc_hd__o21a_1	6
sky130_fd_sc_hd__o21ai_1	5
sky130_fd_sc_hd__nand3b_1	4
sky130_fd_sc_hd__o21ai_0	19
sky130_fd_sc_hd__a211oi_1	7
sky130_fd_sc_hd__ha_1	93
sky130_fd_sc_hd__dlygate4sd2_1	7
sky130_fd_sc_hd__xor2_1	20
sky130_fd_sc_hd__nor3b_1	4
sky130_fd_sc_hd__nand4_1	12
sky130_fd_sc_hd__o21bai_1	4
sky130_fd_sc_hd__xnor2_2	4
sky130_fd_sc_hd__clkdlybuf4s50_1	44
sky130_fd_sc_hd__nor2_1	19
sky130_fd_sc_hd__nand2_1	20
sky130_fd_sc_hd__nor4_1	5
sky130_fd_sc_hd__buf_4	51
sky130_fd_sc_hd__nand4b_1	6
sky130_fd_sc_hd__nand3_1	15
sky130_fd_sc_hd__a21o_1	16
sky130_fd_sc_hd__a21oi_1	31
sky130_fd_sc_hd__nor2b_1	6
sky130_fd_sc_hd__or4_1	4
sky130_fd_sc_hd__nand2b_1	7
sky130_fd_sc_hd__inv_1	45
-- power groups by stage --
stage / combinational [mW] / clock, mW / sequential [mW]
4_1_cts: 0.524 / 0.0730 / 0.0179
5_1_grt: 0.591 / 0.0749 / 0.0179
6_report: 0.531 / 0.0706 / 0.0179
-- metal layers --
layer | vias to the layer above | track usage, %
li1 | 1909 | -
met1 | 1639 | 46.9
met2 | 104 | 39.9
met3 | 10 | 1.92
met4 | 0 | 3.33
met5 | - | 0
-- area by class of cell --
cell class	count	area (um^2)	area share, %
Multi-Input combinational cell	411	3420	72.0
Timing Repair Buffer	108	956	20.1
Inverter	46	173	3.64
Tap cell	96	120	2.53
Clock buffer	3	41.3	0.870
Sequential cell	2	40.0	0.843
-- kinds of logic (layout without fill, tap and decap cells) --
group | after synthesis | count (layout)
AND/OR/NAND/NOR | 129 | 129
AND-OR/OR-AND | 107 | 107
adder cells (fa/ha/maj) | 98 | 98
XOR/XNOR | 73 | 73
buffers and inverters | 56 | 157
multiplexers | 4 | 4
flip-flops | 2 | 2
-- stage by stage --
step                hold slack, ns  instance area (um^2)  setup WS, ns  power, mW  setup TNS (ns)
global route                  1.45                  4750        0.0102      0.683               0
finish                        1.41                  4750         0.138      0.619               0
floorplan                     1.16                  3610          1.04      0.343               0
detailed placement            1.56                  4600        -0.112      0.531          -0.112
global placement              1.56                  4600        -0.118      0.522          -0.118
CTS                           1.40                  4730       0.00782      0.615               0
-- worst max-delay path: stages --
cell                              delay (ns)
sky130_fd_sc_hd__clkdlybuf4s50_1        0.54
sky130_fd_sc_hd__nand4_1                0.13
sky130_fd_sc_hd__or3_1                  0.34
sky130_fd_sc_hd__and2_4                 0.19
sky130_fd_sc_hd__ha_1                   0.28
sky130_fd_sc_hd__nand3_1                0.11
sky130_fd_sc_hd__o31ai_2                0.24
sky130_fd_sc_hd__o21ai_0                0.13
sky130_fd_sc_hd__a21oi_1                0.13
sky130_fd_sc_hd__clkdlybuf4s50_1        0.47
-- final timing paths --
kind	endpoint	from	slack, ns
min	brick_collision[1]$_SDFF_PP0_	enable_brick_detector	1.41
max	paddle_collision	ball_x[6]	0.14
-- what timing repair did --
action                                  CTS  global route
resized                                  23             8
hold buffers                              0             0
setup buffers                             4             0
endpoints found under the setup margin    1             1
pin swaps                                 8             4
Power and IR drop assume default switching activity.
